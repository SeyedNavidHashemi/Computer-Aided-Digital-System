## config.mk

```make
export PLATFORM = sky130hd
export DESIGN_NAME = top_module
export DESIGN_NICKNAME = top_module
export VERILOG_FILES = /design/flow/design.v
export SDC_FILE = /design/flow/constraint.sdc
export NUM_CORES = 4
export LEC_CHECK = 1
export CORE_AREA = 10 10 112 112
export DIE_AREA = 0 0 122 122
```

## constraint.sdc

```tcl
current_design top_module

set clk_period 3.1
set clk_io_pct 0.2

create_clock -name clk0 -period $clk_period [get_ports {clk}]

set non_clock_inputs [all_inputs -no_clocks]
set_input_delay [expr $clk_period * $clk_io_pct] -clock clk0 $non_clock_inputs
set_output_delay [expr $clk_period * $clk_io_pct] -clock clk0 [all_outputs]
```

## design.v

```verilog
`timescale 1ns/1ns
module top_module #(parameter NUM_BIT = 4, NUM_REG = 4, ADDR_REG = 2, PAR_WRITE = 2, PAR_READ = 1)
(clk, rst, write_en, read_en, din, dout, full, empty, ready, valid);
    input clk, rst, write_en, read_en;
    input [(PAR_WRITE * NUM_BIT ) - 1 : 0] din;
    output [(PAR_READ * NUM_BIT ) - 1 : 0] dout;
    output full, empty, ready, valid;
    wire init, ready, valid, inc_w, inc_r;
    datapath datapath(.clk(clk), .rst(rst), .init(init), .wen(wen), .din(din), .dout(dout), .full(full), .empty(empty), .ready(ready), .valid(valid), .inc_w(inc_w), .inc_r(inc_r));
    controller controller(.clk(clk), .rst(rst), .write_en(write_en), .read_en(read_en), .ready(ready), .valid(valid), .init(init), .inc_w(inc_w), .inc_r(inc_r), .wen(wen));
endmodule
`timescale 1ns/1ns
module controller (clk, rst, write_en, read_en, ready, valid, init, inc_w, inc_r, wen);
input clk, rst, write_en, read_en, ready, valid;
output reg init, inc_w, inc_r, wen;
assign inc_w = (write_en && ready) ? 1'b1 : 1'b0;
assign wen = (write_en && ready) ? 1'b1 : 1'b0;
assign inc_r = (read_en && valid) ? 1'b1 : 1'b0;
endmodule
`timescale 1ns/1ns
module datapath #(parameter NUM_BIT = 4, NUM_REG = 4, ADDR_REG = 2, PAR_WRITE = 1, PAR_READ = 2)
(clk, rst, init, wen, din, dout, full, empty, ready, valid, inc_w, inc_r);
    input clk, rst, init, wen, inc_w, inc_r;
    input [(PAR_WRITE * NUM_BIT ) - 1 : 0] din;
    output [(PAR_READ * NUM_BIT ) - 1: 0] dout;
    output full, empty, ready, valid;
    wire [$clog2(NUM_REG) : 0] write_pointer;
    write_pointer_counter write_pointer_counter(.clk(clk), .rst(rst), .init_cnt(init), .inc_cnt(inc_w), .cnt_out(write_pointer));
    wire [$clog2(NUM_REG) : 0] read_pointer;
    read_pointer_counter read_pointer_counter(.clk(clk), .rst(rst), .init_cnt(init), .inc_cnt(inc_r), .cnt_out(read_pointer));
    wire [$clog2(NUM_REG) : 0] read_min_write, write_min_read;
    difference_calculator difference_calculator(.write_pointer(write_pointer), .read_pointer(read_pointer), .read_min_write(read_min_write), .write_min_read(write_min_read));
    wire [$clog2(NUM_REG) : 0] wp_plus_one;
    semi_adder semi_adder(.first_operand(write_pointer), .second_operand(3'd1), .result(wp_plus_one));
    comparator_READY comparator_1(.first_operand(read_min_write), .second_operand(3'd1), .result(ready));
    comparator_VALID comparator_2(.first_operand(write_min_read), .second_operand(3'd1), .result(valid));
    comparator comparator_3(.first_operand(write_pointer), .second_operand(read_pointer), .result(empty));
    comparator comparator_4(.first_operand(wp_plus_one), .second_operand(read_pointer), .result(full));
    Buffer Buffer(.clk(clk), .rst(rst), .wen(wen), .waddr(write_pointer), .raddr(read_pointer), .din(din), .dout(dout));
endmodule
`timescale 1ns/1ns
module Buffer #(parameter NUM_BIT = 4, NUM_REG = 4, ADDR_REG = 2, PAR_WRITE = 1, PAR_READ = 2 , NUMP1 = 5)
(clk, rst, wen, waddr, raddr, din, dout);
    input clk , rst , wen;
    input [ADDR_REG : 0] waddr , raddr;
    input [(PAR_WRITE * NUM_BIT) - 1 : 0] din;
    output [(PAR_READ * NUM_BIT) - 1 : 0] dout;
    reg [NUM_BIT - 1 : 0] buffer [0 : NUM_REG];
    genvar i;
    generate
        for (i = 0; i < PAR_READ; i = i + 1) begin
            assign dout[(NUM_BIT * (i + 1)) - 1 : NUM_BIT * i] = buffer[(raddr + i) % NUMP1];
        end
    endgenerate
    integer k, o;
    always @(posedge clk) begin
        if (rst) begin
            for (k = 0; k < NUM_REG; k = k + 1) begin
                buffer[k] <= {NUM_BIT{1'b0}};
            end
        end 
        else if (wen) begin
            for (o = 0; o < PAR_WRITE; o = o + 1) begin
                buffer[(waddr + o) % NUMP1] <= din[(NUM_BIT * (o + 1)) - 1 -: NUM_BIT];
            end
        end
    end
endmodule
`timescale 1ns/1ns
module write_pointer_counter #(parameter NUM_REG = 4 , NUMP1 = 5, PAR_WRITE = 1)(clk, rst, init_cnt, inc_cnt, cnt_out);
    input clk, rst, init_cnt, inc_cnt;
    output reg [($clog2(NUM_REG)) : 0] cnt_out;
    always @(posedge clk, posedge rst) begin
        if(rst)
            cnt_out <= {$clog2(NUM_REG){1'b0}};
        else if(init_cnt)
            cnt_out <= {$clog2(NUM_REG){1'b0}};
        else if (inc_cnt) begin
            if (cnt_out + PAR_WRITE >= NUM_REG) begin
                cnt_out <= (cnt_out + PAR_WRITE) % NUMP1;
            end
            else begin
                cnt_out <= cnt_out + PAR_WRITE;
            end
        end
    end
endmodule
module read_pointer_counter #(parameter NUM_REG = 4 , NUMP1 = 5, PAR_READ = 2)(clk, rst, init_cnt, inc_cnt, cnt_out);
    input clk, rst, init_cnt, inc_cnt;
    output reg [($clog2(NUM_REG)) : 0] cnt_out;
    always @(posedge clk, posedge rst) begin
        if(rst)
            cnt_out <= {$clog2(NUM_REG){1'b0}};
        else if(init_cnt)
            cnt_out <= {$clog2(NUM_REG){1'b0}};
        else if (inc_cnt) begin
            if (cnt_out + PAR_READ >= NUM_REG) begin
                cnt_out <= (cnt_out + PAR_READ) % NUMP1;
            end
            else begin
                cnt_out <= cnt_out + PAR_READ;
            end
        end
    end
endmodule
module comparator #(parameter NUM_BIT = 4, NUM_REG = 4, ADDR_REG = 2, 
                PAR_WRITE = 1, PAR_READ = 2)(first_operand, second_operand, result);
    input [($clog2(NUM_REG)) : 0] first_operand, second_operand;
    output reg result;
    always @(*) begin
        if(first_operand == second_operand)
            result <= 1'b1;
        else
            result <= 1'b0;
    end
endmodule
module comparator_READY #(parameter NUM_REG = 4)(first_operand , second_operand , result);
    input [($clog2(NUM_REG)) : 0] first_operand, second_operand;
    output reg result;
    assign result = (first_operand > second_operand)? 1'b1 : 1'b0;
endmodule
module comparator_VALID #(parameter NUM_REG = 4)(first_operand , second_operand , result);
    input [($clog2(NUM_REG)) : 0] first_operand, second_operand;
    output reg result;
    assign result = (first_operand >= second_operand)? 1'b1 : 1'b0;
endmodule
module difference_calculator #(parameter NUM_REG = 4 , NUMP1 = 5)(write_pointer, read_pointer, read_min_write, write_min_read);
    input [($clog2(NUM_REG)) : 0] write_pointer, read_pointer;
    output reg [($clog2(NUM_REG)) : 0] read_min_write, write_min_read;
    assign read_min_write = (read_pointer <= write_pointer) ? (read_pointer - write_pointer) + NUMP1
                                                                 : read_pointer - write_pointer;
    assign write_min_read = ((write_pointer < read_pointer)) ? (write_pointer - read_pointer) + NUMP1
                                                                 : write_pointer - read_pointer;
endmodule
module semi_adder #(parameter NUM_REG = 4 , NUMP1 = 5)(first_operand, second_operand, result);
    input [($clog2(NUM_REG)) : 0] first_operand, second_operand;
    output reg [($clog2(NUM_REG)) : 0] result;
    assign result = ((first_operand + second_operand) >= NUMP1) ? (first_operand + second_operand) % NUMP1
                                                                  : first_operand + second_operand;
endmodule
```

## run.sh

```bash
#!/bin/bash
# OpenROAD 26Q1-2900-gdf79404cd8, Yosys 0.63+post, stock flow scripts
make -C /OpenROAD-flow-scripts/flow DESIGN_CONFIG=/design/flow/config.mk WORK_HOME=/design/flow/orfs finish
```

==> insert_results.sql <==
-- metrics for the results database
INSERT INTO impl_metrics (metric_group, metric, value, unit) VALUES
('floorplan', 'rows', '37', ''),
('worst_hold_path', 'hold_path_class', 'primary input to async pin', ''),
('final_timing', 'timing.slew.headroom', '72.1', '%'),
('drt', 'vias', '1930', ''),
('grt', 'global_route.usage.total', '7.65', '%'),
('drt', 'drcViolationCount', '0', ''),
('final_timing', 'fin_worst_hold_slack', '0.621', 'ns'),
('place', 'buffer_ports.inserted', '14', ''),
('logic_synthesis', 'ys.flop_type', 'sky130_fd_sc_hd__edfxtp_1', ''),
('clock_tree', 'clock_sinks', '38', ''),
('final_timing', 'layout_min_cycle_time', '3.32', 'ns'),
('final_timing', 'setup_slack', '-0.222', 'ns'),
('logic_synthesis', 'yosysTopAreaCell', 'sky130_fd_sc_hd__edfxtp_1', ''),
('drt', 'wl', '5.63', 'mm'),
('clock_tree', 'clk_pin_slew_worst_paths', '0.07', 'ns'),
('outcome', 'violated_checks', 'setup timing', ''),
('place', 'placedCellCount', '404', ''),
('logic_synthesis', 'async_reset_ff_share', '15.8', '%'),
('grt', 'antenna_found_initial', '0', ''),
('logic_synthesis', 'numSynthFlops', '38', ''),
('drt', 'initialDrtViolationCount', '92', ''),
('pwr', 'power.leakage', '1.38', 'nW'),
('finish', 'finalNonFillerCells', '434', ''),
('place', 'place.detailed.hpwl', '4.12', 'mm'),
('flow_run', 'tool_warnings', '43', ''),
('grt', 'grt_remaining_overflow', '0', ''),
('logic_synthesis', 'synth_seq_share', '43.2', '%'),
('setup_path', 'timing.critical_path.required', '2.48', 'ns'),
('clock_tree', 'cts_max_level', '2', ''),
('final_timing', 'final_hold_violation_count', '0', ''),
('pwr', 'sequentialPowerShare', '60.9', '%'),
('finish', 'fin_util', '35.3', '%'),
('clock_tree', 'clock_latency', '0.28', 'ns'),
('drt', 'antenna_left', '0', ''),
('floorplan', 'die_w', '122', 'µm'),
('pwr', 'powerDensity', '257', 'nW/µm²'),
('logic_synthesis', 'ys_cells', '223', ''),
('logic_synthesis', 'post_synth_inst_count', '223', ''),
('clock_tree', 'cts-root-to-sink-buffers', '2', ''),
('grt', 'first_global_vias', '1937', ''),
('pwr', 'power_switching', '0.000189', 'W'),
('setup_path', 'cp.arrival', '2.70', 'ns'),
('outcome', 'outcome', 'finished with violations', ''),
('setup_path', 'worstSetupStartpointType', 'flip-flop', ''),
('pwr', 'comb_power_share', '4.5', '%'),
('clock_tree', 'ctsRootBufferMaster', 'sky130_fd_sc_hd__clkbuf_8', ''),
('logic_synthesis', 'synthAoiAreaFrac', '13.5', '%'),
('pwr', 'internal-power', '0.000740', 'W'),
('clock_tree', 'clock_tree_from_tritoncts', 'yes', ''),
('final_timing', 'worst_pin_slew', '0.418', 'ns'),
('floorplan', 'die_h', '122', 'µm'),
('drt', 'insertedDiodeCount', '0', ''),
('logic_synthesis', 'synth_top_area_share', '37.4', '%'),
('finish', 'final_layout_size_suffix_gt1_share', '39.9', '%'),
('final_timing', 'setup_failing_eps_final', '2', ''),
('drt', 'detail_route.vias_per_cell', '4.45', ''),
('logic_synthesis', 'chip_area_yosys', '2570', 'µm²'),
('finish', 'syn2layout_area_growth', '40.6', '%'),
('flow_run', 'max-cap-violations', '0', ''),
('grt', 'maximum_number_of_pins_on_one_net_before_global_route_repair', '19', ''),
('logic_synthesis', 'synthesis.area', '2570', 'µm²'),
('pwr', 'total_power', '0.000929', 'W'),
('drt', 'routed_wire_length_per_instance', '13.0', 'µm'),
('final_timing', 'timing.fmax', '301', 'MHz'),
('pwr', 'clock_power_share', '34.6', '%'),
('floorplan', 'boundaryPins', '20', ''),
('logic_synthesis', 'synth.comb.largest_family', 'AND-OR/OR-AND gates', ''),
('final_timing', 'timing.final.crit_share', '107', '%'),
('final_timing', 'worst_clock_skew', '0.00456', 'ns'),
('finish', 'filler_cells', '945', ''),
('logic_synthesis', 'synth-adder-area-share', '13.0', '%');
==> cells by family (layout without fill, tap and decap cells) <==
family | count (synthesis) | count (layout)
fa+ha+maj | 25 | 25
flops | 38 | 38
buf+inv | 22 | 97
simple gates | 64 | 64
compound gates | 50 | 50
mux | 14 | 14
xor+xnor | 10 | 10
==> repair_timing <==
action,4_1_cts,5_1_grt
hold endpoints to repair,0,0
pin swaps,11,13
resized,42,27
cloned,0,0
setup endpoints to repair,7,33
setup buffers,14,8
hold buffers,0,0
==> per-stage QoR <==
step           area, µm²  setup WS (ns)
2_1_floorplan       2620        0.00142
3_3_place_gp        3160         -0.507
3_5_place_dp        3160         -0.459
4_1_cts             3440         -0.234
5_1_grt             3620         -0.370
6_report            3620         -0.222
==> layer usage <==
| layer | GRT usage, % | up-vias | wire length (µm) |
|---|---|---|---|
| met5 | 0 | - | 0 |
| met4 | 0.447 | 0 | 28 |
| met3 | 1.88 | 4 | 272 |
| met2 | 12.1 | 29 | 2550 |
| met1 | 11.1 | 923 | 2780 |
| li1 | - | 974 | - |
==> layout by cell type, fill, tap and decap left out, types with 3 or more instances in the layout <==
cell type,count
sky130_fd_sc_hd__buf_4,49
sky130_fd_sc_hd__edfxtp_1,32
sky130_fd_sc_hd__nor2_1,19
sky130_fd_sc_hd__and2_1,18
sky130_fd_sc_hd__ha_1,12
sky130_fd_sc_hd__buf_6,12
sky130_fd_sc_hd__inv_1,10
sky130_fd_sc_hd__mux4_2,8
sky130_fd_sc_hd__ha_4,7
sky130_fd_sc_hd__clkdlybuf4s50_1,7
sky130_fd_sc_hd__nand2_1,6
sky130_fd_sc_hd__o21ai_0,6
sky130_fd_sc_hd__o21ai_1,6
sky130_fd_sc_hd__a21oi_1,6
sky130_fd_sc_hd__clkbuf_8,5
sky130_fd_sc_hd__dfrtp_1,5
sky130_fd_sc_hd__xnor2_1,4
sky130_fd_sc_hd__inv_2,4
sky130_fd_sc_hd__nor3_2,4
sky130_fd_sc_hd__nand2b_1,4
sky130_fd_sc_hd__a22oi_1,4
sky130_fd_sc_hd__mux2_4,4
sky130_fd_sc_hd__xnor2_2,3
sky130_fd_sc_hd__xor2_1,3
sky130_fd_sc_hd__o21a_1,3
sky130_fd_sc_hd__fa_1,3
sky130_fd_sc_hd__ha_2,3
==> power groups by stage <==
stage	sequential (W)	clock (W)	combinational, W
after CTS	0.000566	0.000330	0.0000405
after global routing	0.000567	0.000353	0.0000456
final	0.000566	0.000322	0.0000416
==> layout make-up <==
cell class	instances	area share [%]
sequential	38	30.8
multi-input combinational	163	43.1
clock buffer	5	1.90
inverter	15	1.70
clock inverter	3	0.450
timing repair buffer	74	17.3
tap	136	4.71
==> sequential cells by signal, indices dropped and copies added, names as in the netlist <==
register                                count
datapath.write_pointer_counter.cnt_out      3
datapath.read_pointer_counter.cnt_out       3
datapath.Buffer.buffer                     32
==> final timing paths <==
path                                                             end  slack (ns)                                       from  cells past startpoint
max in group asynchronous  datapath.write_pointer_counter.cnt_out[1]        2.20                                        rst                      2
max reg2reg                             datapath.Buffer.buffer[4][0]        0.11  datapath.write_pointer_counter.cnt_out[0]                     16
max                                                             full       -0.22  datapath.write_pointer_counter.cnt_out[0]                     12
min                        datapath.write_pointer_counter.cnt_out[2]        0.62                                        rst                      2
min in group clk0          datapath.write_pointer_counter.cnt_out[0]        0.79  datapath.write_pointer_counter.cnt_out[0]                      3
min reg2reg                datapath.write_pointer_counter.cnt_out[0]        0.79  datapath.write_pointer_counter.cnt_out[0]                      3
==> cell usage after synthesis, types with 2 or more instances <==
cell / n
sky130_fd_sc_hd__a21o_1: 2
sky130_fd_sc_hd__a21oi_1: 7
sky130_fd_sc_hd__a22oi_1: 4
sky130_fd_sc_hd__a31oi_1: 2
sky130_fd_sc_hd__a32oi_1: 2
sky130_fd_sc_hd__and2_1: 18
sky130_fd_sc_hd__buf_2: 4
sky130_fd_sc_hd__clkbuf_1: 2
sky130_fd_sc_hd__dfrtp_1: 6
sky130_fd_sc_hd__edfxtp_1: 32
sky130_fd_sc_hd__fa_1: 3
sky130_fd_sc_hd__ha_1: 22
sky130_fd_sc_hd__inv_1: 15
sky130_fd_sc_hd__mux2_2: 5
sky130_fd_sc_hd__mux4_1: 2
sky130_fd_sc_hd__mux4_2: 6
sky130_fd_sc_hd__nand2_1: 6
sky130_fd_sc_hd__nand2b_1: 4
sky130_fd_sc_hd__nand3_1: 3
sky130_fd_sc_hd__nor2_1: 19
sky130_fd_sc_hd__nor2b_1: 3
sky130_fd_sc_hd__nor3_1: 5
sky130_fd_sc_hd__nor4_1: 2
sky130_fd_sc_hd__o211ai_1: 2
sky130_fd_sc_hd__o21a_1: 3
sky130_fd_sc_hd__o21ai_0: 8
sky130_fd_sc_hd__o21ai_1: 5
sky130_fd_sc_hd__o21bai_1: 2
sky130_fd_sc_hd__o22ai_1: 2
sky130_fd_sc_hd__xnor2_1: 6
sky130_fd_sc_hd__xor2_1: 3
==> critical path, stage by stage, from the launching register on <==
cell and delay (ns):
sky130_fd_sc_hd__dfrtp_1 0.43, sky130_fd_sc_hd__buf_6 0.15, sky130_fd_sc_hd__inv_6 0.05, sky130_fd_sc_hd__ha_4 0.19, sky130_fd_sc_hd__or2b_1 0.25, sky130_fd_sc_hd__ha_4 0.29, sky130_fd_sc_hd__nor2b_4 0.04, sky130_fd_sc_hd__a32o_1 0.24
sky130_fd_sc_hd__a22oi_1 0.13, sky130_fd_sc_hd__o21ai_1 0.15, sky130_fd_sc_hd__o311ai_2 0.31, sky130_fd_sc_hd__nor3_2 0.08, sky130_fd_sc_hd__buf_2 0.12
Power is estimated from default activity; no workload was simulated.

File: flow/config.mk
export PLATFORM = sky130hd
export DESIGN_NAME = checkout
export DESIGN_NICKNAME = checkout
export VERILOG_FILES = /design/flow/design.v
export SDC_FILE = /design/flow/constraint.sdc
export NUM_CORES = 4
export LEC_CHECK = 1
export CORE_AREA = 10 10 70 70
export DIE_AREA = 0 0 80 80
File: flow/constraint.sdc
current_design checkout

set clk_period 1.5
set clk_io_pct 0.2

create_clock -name clk0 -period $clk_period

set non_clock_inputs [all_inputs -no_clocks]
set_input_delay [expr $clk_period * $clk_io_pct] -clock clk0 $non_clock_inputs
set_output_delay [expr $clk_period * $clk_io_pct] -clock clk0 [all_outputs]
File: flow/design.v
`timescale 1ns/1ns
module fifo_buffer #(parameter WIDTH, parameter DEPTH, parameter PAR_READ , parameter PAR_WRITE) 
                    (clk, rst, din, dout, wen, waddr, raddr, read_en);
    input clk, rst, wen, read_en;
    input [0:(WIDTH * PAR_WRITE) - 1] din;
    output reg [0:(WIDTH * PAR_READ) - 1] dout;
    input [3:0] waddr, raddr;
    reg [WIDTH-1:0] buffer [DEPTH:0];
    integer i, j, k;
    reg [WIDTH-1:0] din_chunk, dout_chunk;
    always @(posedge clk or posedge rst) begin
        if (rst) begin
        end
        else if (wen) begin
            for (j = 0; j < PAR_WRITE; j = j + 1) begin
                din_chunk = din[(j * WIDTH) +: WIDTH];
                buffer[(j + waddr) % (DEPTH + 1)] <= din_chunk;
            end
        end
    end
    always @(posedge clk) begin
            for (k = 0; k < PAR_READ; k = k + 1) begin
                dout_chunk = buffer[(((k + raddr) % (DEPTH + 1))) % (DEPTH + 1)];
                dout[(k * WIDTH) +: WIDTH] = dout_chunk;
            end
    end
endmodule
module write_cnt #(parameter PAR_WRITE, parameter DEPTH)
                    (clk, rst, wcenten, waddr);
    parameter size = 4;
    localparam ZERO = 4'b0000;
    input clk, rst, wcenten;
    output reg [size-1:0] waddr;
    always @(posedge clk or posedge rst) begin
        if (rst)
            waddr <= ZERO;
        else begin
            if (wcenten) begin
                waddr <= waddr + PAR_WRITE;
            end
        end
    end
    assign waddr = (waddr >= DEPTH + 1) ? waddr - (DEPTH + 1) : waddr;
endmodule
module read_cnt #(parameter PAR_READ, parameter DEPTH)
                (clk, rst, rcenten, raddr);
    parameter size = 4;
    localparam ZERO = 4'b0000;
    input clk, rst, rcenten;
    output reg [size-1:0] raddr;
    always @(negedge clk or posedge rst) begin
        if (rst)
            raddr <= ZERO;
        else begin
            if (rcenten)
                raddr <= raddr + PAR_READ;
        end
    end
    assign raddr = (raddr >= DEPTH + 1) ? raddr - (DEPTH + 1) : raddr;
endmodule
module checkout(waddr, raddr, full, empty);
    input [3:0] waddr, raddr;
    output reg full, empty;
    assign empty = (waddr == raddr) ? 1'b1 : 1'b0;
    assign full = (raddr - waddr == 4'b001) ? 1'b1 : 1'b0;
endmodule
module comparator_full #(parameter size) (inp1, inp2, comparator_output);
    input [size - 1:0] inp1, inp2;
    output comparator_output;
    assign comparator_output = (inp1 < inp2) ? 1'b1 : 1'b0;
endmodule
module adder #(parameter THERESHOLD) (inp, out);
    input [3:0] inp;
    output [4:0] out;
    assign out = inp + THERESHOLD;
endmodule
module mux_ready(inp1, inp2, sel, mux_output);
    input [4:0] inp1;
    input [3:0] inp2;
    input sel;
    output [4:0] mux_output;
    assign mux_output = (sel == 1'b1) ? {1'b0,inp2} : inp1;
endmodule
module comparator_ready #(parameter size) (inp1, inp2, comparator_output);
    input [size - 1:0] inp1, inp2;
    output comparator_output;
    assign comparator_output = (inp1 < inp2) ? 1'b1 : 1'b0;
endmodule
module comparator_empty #(parameter size) (inp1, inp2, comparator_output);
    input [size - 1:0] inp1, inp2;
    output comparator_output;
    assign comparator_output = (inp1 <= inp2) ? 1'b1 : 1'b0;
endmodule
module mux_valid(inp1, inp2, sel, mux_output);
    input [3:0] inp1;
    input [4:0] inp2;
    input sel;
    output [4:0] mux_output;
    assign mux_output = (sel == 1'b1) ? {1'b0,inp1} : inp2;
endmodule
module comparator_valid #(parameter size) (inp1, inp2, comparator_output);
    input [size - 1:0] inp1, inp2;
    output comparator_output;
    assign comparator_output = (inp1 <= inp2) ? 1'b1 : 1'b0;
endmodule
File: flow/run.sh
#!/bin/bash
# OpenROAD 26Q1-2900-gdf79404cd8, Yosys 0.63+post, stock flow scripts
make -C /OpenROAD-flow-scripts/flow DESIGN_CONFIG=/design/flow/config.mk WORK_HOME=/design/flow/orfs finish
==> run notes <==
The following summarizes the physical implementation.

Run status
The flow ran to the end, but the final reports show violations. The checks that failed: negative setup slack.

Timing
In the post-route analysis, the smallest setup slack over all paths is -0.277 ns. The final hold violation count is 0. The final timing report counts setup violations totalling 1. The normalized max-slew margin is 0.839. Based on the critical path, the design can be clocked at up to approximately 560 MHz. Per the final report, max-transition violations number 0. For the finished layout, the period the worst path requires is 1.78 ns.

The final cycle utilization of the critical path is 1.18. Setup repair after global routing could not meet its margin everywhere. The pin closest to its max-slew limit shows a slew of around 0.24 ns.

Run
The number of maximum-capacitance violations recorded for the run is 0. The total tool warning count is 35.

Power and ir drop
The leakage power summed over all cells is approximately 0.00015 µW. The power report attributes to the sequential group a share of 0. The share of total power dissipated in the clock network is 0. The combinational group share of total power is 1.000. Across the VDD grid, the largest voltage drop is 0.127 mV. The internal power of the cells is 65.8 µW. Dividing total power by cell area gives a power density of around 280 nW/µm².

The switching power as a share of total power is 0.428. The net switching power is 49.2 µW.

Route
After detailed routing, the met2 layer carries ~130 µm of wire. The residual antenna-violating net count after detailed routing is 0. The routed wire length on met3 is 55 µm. The total via count in the routed design is about 160. After detailed routing, the number of vias per cell comes to 2.16. In the post-route report, total wirelength is listed as 517 µm. The top layer reached by signal wires is met3. The count of routing violations after the opening detailed-route iteration is 4. The script parses the final routing iteration and logs DRC violations as 0. The script logs the mean routed wire length per placed instance as 6.80 µm. The number of antenna diodes is 0. The detailed router put a total of between 300 and 400 µm of wire on met1. The first detailed-routing pass took 3 iterations.

Cells and area
In the layout the commonest cells are 5 x sky130_fd_sc_hd__buf_6, 3 x sky130_fd_sc_hd__inv_2, 3 x sky130_fd_sc_hd__ha_4, 3 x sky130_fd_sc_hd__buf_4, 2 x sky130_fd_sc_hd__dlygate4sd2_1. The flip-flop and latch area is 0 µm². The final instance area is 405 µm². The layout overhead on the synthesized area is 189%.

The highest-count logic cell in the final layout is sky130_fd_sc_hd__buf_6. Fill cells in the final layout number roughly 400. The number of non-filler instances in the completed layout is ~76.

The final core utilization is 0.119. The final layout report lists a clock buffer count of 0. The count of sequential standard cells is 0. The layout summary lists the proportion of cells stronger than drive strength 1 as 0.767.

Synthesis
The cell area after synthesis is 140 µm². The number of different library cells used by synthesis comes to 10. The largest area contributor in the synthesized netlist is sky130_fd_sc_hd__ha_1. The per-instance average area after synthesis is 8.24 µm². The share of synthesized area in the top cell type comes to 0.268.

In the synthesis report, Yosys lists the chip area as 140 µm². The yosys warning tally is 2. The synth_stat.txt file lists the number of cells as 17.

Yosys attributes the largest share of cell area to sky130_fd_sc_hd__ha_1 27%, sky130_fd_sc_hd__fa_1 14%, sky130_fd_sc_hd__xor2_1 13%. Per Yosys stat, the portion of area used by sequential elements is 0. Counting every instance in the synthesized netlist gives 17.

Hold path
The instance count along the most critical hold path is 4. For hold timing, the worst endpoint is full. For the worst min-delay path, the startpoint reported by OpenROAD is waddr[0]. The kind of path behind the tightest hold check is in2out.

Floorplan
The die area is between 6000 and 7000 µm². The floorplan core area is 3420 µm². The vertical die dimension reported for this design is 80 µm. The floorplan has 21 rows.

According to the floorplan report, the die width is 80 µm. The effective utilization at floorplan is 0.0410. According to the I/O placement log, the pin count is 10.

Place
The HPWL after detailed placement is about 460 µm. Logged for this run, the post-placement worst setup slack is -1.29 ns. The count of port buffers added during placement is 10.

The final weighted congestion of routability-driven global placement is 0.767. Per the detailed placement report, the placed cell area equals 349 µm². Including well taps, the total number of placed cells is 74.

Critical path
The start point of the critical path is raddr[0]. STA classifies the critical path startpoint as a primary input. Among all stages on the critical path, the maximum delay recorded is 0.44 ns.

The signal arrival time at the worst endpoint is 1.48 ns. The cell family contributing the most delay on the critical path is adder cells. Together, buffers and inverters on the worst path number 4.

Per the timing report, the biggest fanout along the worst path comes to 2. The endpoint kind of the worst setup timing path is an output pin. The required time at the worst endpoint is listed as 1.20 ns.

Among all stages on the critical path, the largest delay is contributed by sky130_fd_sc_hd__fa_2. The classification of the worst setup path is in2out. Traced cell by cell, the critical path runs through buf_8 -> inv_12 -> ha_4 -> inv_2 -> fa_2 -> a2111oi_4 -> buf_2.

GRT
The number of antenna violations at the first check in global routing is 0. The number of global-route vias before repair is approximately 190. The overflow left after global routing is 0.

Entering global routing, the biggest net connects 4 pins. The total global routing track utilization is 0.0171. The first-pass GRT wire length is 917 µm.
[Yosys cell counts (all sizes together)]
cell type,count
a2111oi,1
nand3b,1
a21oi,1
nor2,1
fa,1
ha,3
nand3,2
a21o,1
inv,4
xor2,2
[kinds of logic (layout without fill, tap and decap cells)]
logic type,after synthesis,after routing,share of synthesized area
buffers and inverters,4,17,0.107
xor gates and xnor gates,2,2,0.125
adders and majority gates,4,4,0.411
and+or+nand+nor,4,4,0.152
AOI/OAI and AO/OA,3,3,0.205
[tightest hold or removal path, stage by stage]
cell,delay [ns]
sky130_fd_sc_hd__buf_6,0.08
sky130_fd_sc_hd__ha_4,0.14
sky130_fd_sc_hd__a2111oi_4,0.05
sky130_fd_sc_hd__buf_2,0.11
[area by class of cell]
cell class	count	area, µm²	area share
multi-input cells	13	194	0.478
repair buffers	13	126	0.312
well taps	46	57.6	0.142
inverters	4	27.5	0.0679
[power by group through the flow]
stage     logic [µW]  registers (µW)  clock network (µW)
6_report         115               0                   0
5_1_grt          129               0                   0
4_1_cts          105               0                   0
[metal layers]
metal,GRT usage,vias up
met2,0.0193,10
li1,-,83
met1,0.0305,71
met3,0.00455,0
met5,0,-
met4,0,0
[worst max path at each step]
stage / endpoint / slack, ns / cells past startpoint
global route: full / -0.33 / 7
finish: full / -0.28 / 7
CTS: full / -0.34 / 7
[metrics by stage]
step	TNS (ns)	total power [µW]	hold slack, ns
6_report	-0.277	115	0.968
5_1_grt	-0.346	129	0.993
4_1_cts	-0.344	105	1.00
3_5_place_dp	-2.00	93.6	1.69
3_3_place_gp	-1.95	90.5	1.70
2_1_floorplan	-0.00495	49.8	0.724
[what timing repair did]
item,in CTS,in global routing
setup endpoints to repair,2,2
setup buffers,1,1
pin swaps,9,6
hold buffers,0,0
gates resized,40,6
Power and IR drop assume default switching activity.
